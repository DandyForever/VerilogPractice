--- flow/constraint.sdc ---
current_design grey

set clk_period 1.4
set clk_io_pct 0.2

create_clock -name clk0 -period $clk_period [get_ports {clk}]

set non_clock_inputs [all_inputs -no_clocks]
set_input_delay [expr $clk_period * $clk_io_pct] -clock clk0 $non_clock_inputs
set_output_delay [expr $clk_period * $clk_io_pct] -clock clk0 [all_outputs]
--- flow/config.mk ---
export PLATFORM = sky130hd
export DESIGN_NAME = grey
export DESIGN_NICKNAME = grey
export VERILOG_FILES = /design/flow/design.v
export SDC_FILE = /design/flow/constraint.sdc
export NUM_CORES = 4
export LEC_CHECK = 1
export CORE_AREA = 10 10 70 70
export DIE_AREA = 0 0 80 80
export SYNTH_HDL_FRONTEND = slang
--- flow/run.sh ---
#!/bin/bash
# OpenROAD 26Q1-2900-gdf79404cd8, Yosys 0.63+post, stock flow scripts
make -C /OpenROAD-flow-scripts/flow DESIGN_CONFIG=/design/flow/config.mk WORK_HOME=/design/flow/orfs finish
--- flow/design.v ---
module grey(
    input logic clk,
    input logic r,
    input logic up,
    output logic [2:0] y
);
  logic [2:0] state, next_state;
  parameter s0 = 3'b000;
  parameter s1 = 3'b001;
  parameter s2 = 3'b011;
  parameter s3 = 3'b010;
  parameter s4 = 3'b110;
  parameter s5 = 3'b111;
  parameter s6 = 3'b101;
  parameter s7 = 3'b100;
  always_ff @(posedge clk, posedge r)
    if (r) state <= s0;
    else   state <= next_state;
  always_comb
    casez (state)
      s0: next_state <= up ? s1 : s7;
      s1: next_state <= up ? s2 : s0;
      s2: next_state <= up ? s3 : s1;
      s3: next_state <= up ? s4 : s2;
      s4: next_state <= up ? s5 : s3;
      s5: next_state <= up ? s6 : s4;
      s6: next_state <= up ? s7 : s5;
      s7: next_state <= up ? s0 : s6;
      default: next_state <= s0;
    endcase
  assign y = state;
endmodule
==> reports/metrics.cfg <==
[layout]
layout_top_cells=clkdlybuf4s50_1 (5), clkbuf_4 (3), buf_4 (3), dfrtp_1 (3), xnor2_1 (2)
seq_area_um2=75.1
lay_top_count=clkdlybuf4s50_1
final_cells=69
fillers=403
drive_gt1_frac=0.261
comb_area_um2=43.8
area_delta_synth_final_pct=128
largest_register_ffs=3

[critical_path]
critPathLaunchType=flip-flop
arrival_ns=1.03
path_delay_family=buffers and inverters
crit_type=reg -> out
endpoint_kind=output port
required_ns=1.12
worst-path-buf-inv=1
critPathSlowestCell=clkdlybuf4s50_1
slowest_delay_ns=0.47
cp_cell_sequence=clkdlybuf4s50_1
cp_max_fo=2

[sta]
clock_skew_ns=0.00192
whs_ns=0.217
tns_ns=0
relSlewSlack=0.846
fmax_ghz=0.762
rsz0062_at_grt=no
setup_violations=0
finalHoldViolCount=0
finalCritPeriodShare=0.937
drv_slew=0
worstMarginPinSlew_ns=0.229
worst_slack_ns=0.0884
min_period_ns=1.31

[floorplan]
coreArea_mm2=0.00342
rows=21
dieArea_mm2=0.00640
fp_util=0.0359
die-height_um=80
die_w_um=80
pin_count=6

[yosys]
netlist_instances=11
yosys_cells=11
synth.distinct_cells=8
netlist_area_um2=123
ys_seq_elements=3
syn_area_per_cell_um2=11.1
synth-seq-area-share=0.612
synth-area-yosys_um2=123
synth_warnings=0

[drt]
routedWlPerCell_um=5.33
drtIter0Drc=1
viasPerCell=1.71
drt_pass1_iterations=3
diodes=0
routed_wl_um=368
via_count=118
drc=0
ant_nets=0

[placement]
numPlacedInstances=62
dp_slack_ns=0.187
port_buffers=5
routabilityCongestion=0.684

[clock_network]
clock_path_buffers=2
clk_latency_ns=0.23
cts_buffers=3
cts_sinks=3
cts_tree=built
ctsResizeCount=0
holdBufCountCts=0
htree_levels=1
path_clk_slew_ns=0.04
cts_root_buf=clkbuf_4
postCtsSetupRepairBufs=2

[grt]
grt_usage=0.0137
grt_max_degree=5
grt_pass1_wl_um=614
grt_pass1_vias=136
antenna_found_initial=0
overflow=0

[hold_path]
hold_path_class=in -> async

[power_and_ir_drop]
vdd_drop_max_mv=0.243
finalPower_uw=568
leakagePower_nw=0.104
powerDensity_mw_per_mm2=2040

[flow_run]
drv_cap=0
warnings=25

[outcome]
status=complete, no violations

==> metal layers <==
layer	global-route usage	share of wire	vias up	wire length, um
met4	0.00704	0.016	0	6
met1	0.0133	0.38	53	140
met2	0.0152	0.37	5	136
li1	-	-	58	-
met3	0.0182	0.23	2	84
met5	0	0	-	0
==> through the flow <==
step                utilization  instance area, um2
CTS                      0.0795                 272
global route             0.0817                 279
detailed placement       0.0674                 230
floorplan                     -                 123
finish                   0.0817                 279
global placement         0.0674                 230
==> worst register-to-register path, delay by kind of cell, from the launching register on <==
family,cells,cell delay (ns)
buf+inv,1,0.14
compound gates,1,0.10
flops,1,0.36
xor+xnor,1,0.21
==> cell type report <==
type                    instances  area share
flip-flops and latches          3       0.269
repair buffers                  8       0.260
well taps                      46       0.206
multi-input cells               7       0.157
clock buffers                   4      0.0942
inverters                       1      0.0135
==> where the power goes <==
part,total (mW),internal (mW),switching [mW]
logic,0.265,0.176,0.0885
registers,0.154,0.134,0.0198
clock network,0.150,0.107,0.0430
total,0.568,0.417,0.151
==> synth_stat cells <==
cell type,number,area share
o21ai_0,1,0.041
a21oi_1,1,0.041
inv_1,1,0.031
nor2_1,1,0.031
xor2_1,1,0.071
dfrtp_1,3,0.61
xnor2_1,2,0.14
nand2_1,1,0.031
==> path summary, 6_finish.rpt <==
kind / slack [ns] / to / cells after the start / start
max: 0.09 / y[0] / 1 / y[0]
min: 0.22 / y[1] / 2 / r
max reg2reg: 0.46 / y[1] / 3 / y[2]
min reg2reg: 0.55 / y[1] / 2 / y[0]
max in group asynchronous: 1.05 / y[0] / 2 / r
min in group clk0: 0.55 / y[1] / 2 / y[0]
==> logic make-up after synthesis <==
logic type / count (synthesis) / share of synthesized area
xor gates and xnor gates: 3 / 0.214
DFF: 3 / 0.612
AOI/OAI and AO/OA: 2 / 0.0816
and+or+nand+nor: 2 / 0.0612
buffers and inverters: 1 / 0.0306
Power is estimated from default activity; no workload was simulated.
